--- /design/flow/config.mk ---
export PLATFORM = sky130hd
export DESIGN_NAME = imem
export DESIGN_NICKNAME = imem
export VERILOG_FILES = /design/flow/design.v
export SDC_FILE = /design/flow/constraint.sdc
export NUM_CORES = 4
export LEC_CHECK = 1
export CORE_AREA = 10 10 70 70
export DIE_AREA = 0 0 80 80
--- /design/flow/constraint.sdc ---
current_design imem

set clk_period 3.4
set clk_io_pct 0.2

create_clock -name clk0 -period $clk_period

set non_clock_inputs [all_inputs -no_clocks]
set_input_delay [expr $clk_period * $clk_io_pct] -clock clk0 $non_clock_inputs
set_output_delay [expr $clk_period * $clk_io_pct] -clock clk0 [all_outputs]
--- /design/flow/design.v ---
module imem(
    input logic [31:0] a,
    output logic [31:0] rd);
    logic [31:0] RAM[511:0];
    assign RAM[0] = 32'hE3A09000;
    assign RAM[1] = 32'hE3A000C8;
    assign RAM[2] = 32'hE3A02014;
    assign RAM[3] = 32'hE3A03004;
    assign RAM[4] = 32'hE3A04002;
    assign RAM[5] = 32'hE5802004;
    assign RAM[6] = 32'hE5901004;
    assign RAM[7] = 32'hE1510002;
    assign RAM[8] = 32'h02899001;
    assign RAM[9] = 32'hE3A000D0;
    assign RAM[10] = 32'hE3A020FF;
    assign RAM[11] = 32'hE0822002;
    assign RAM[12] = 32'hE1C020B0;
    assign RAM[13] = 32'hE1D060B0;
    assign RAM[14] = 32'hE1520006;
    assign RAM[15] = 32'h02899001;
    assign RAM[16] = 32'hE2822001;
    assign RAM[17] = 32'hE1C020B2;
    assign RAM[18] = 32'hE1D060B2;
    assign RAM[19] = 32'hE1520006;
    assign RAM[20] = 32'h02899001;
    assign RAM[21] = 32'hE3A000FC;
    assign RAM[22] = 32'hE5809000;
    assign RAM[23] = 32'hEAFFFFFE;
    assign rd = RAM[a[31:2]];  
endmodule
--- /design/flow/run.sh ---
#!/bin/bash
# OpenROAD 26Q1-2900-gdf79404cd8, Yosys 0.63+post, stock flow scripts
make -C /OpenROAD-flow-scripts/flow DESIGN_CONFIG=/design/flow/config.mk WORK_HOME=/design/flow/orfs finish
==> impl_metrics.env <==
# physical design summary
export IMPL_warning_count=56
export IMPL_antenna_left=0
export IMPL_drt_pre_antenna_iters=5
export IMPL_ir_worst_vdd_mv=0.03320
export IMPL_slew_viol_final=0
export IMPL_grt_setup_unrepaired="no"
export IMPL_drive_above_1_share_pct=39.30
export IMPL_clkPwrFrac_pct=0
export IMPL_antenna_found_initial=0
export IMPL_total_leakage_power_nw=0.7742
export IMPL_n_antenna_cell=0
export IMPL_p_int_uw=73.08
export IMPL_p_sw_uw=65.13
export IMPL_initial_core_util_pct=25.46
export IMPL_ys_cells=142
export IMPL_critical_path_startpoint="a[2]"
export IMPL_grt_max_degree=10
export IMPL_regArea_sq_um=0
export IMPL_rows=21
export IMPL_drc_errors=0
export IMPL_max_freq_mhz=304.2
export IMPL_grt_ovfl_total=0
export IMPL_die_area_sq_mm=0.006400
export IMPL_post_route_util_pct=53.22
export IMPL_synth_chip_area_sq_um=869.6
export IMPL_combPwrFrac_pct=100.0
export IMPL_endpoint="rd[25]"
export IMPL_power_density_mw_per_mm2=76.03
export IMPL_power_uw=138.2
export IMPL_critPathCaptureType="primary output"
export IMPL_coreArea_sq_mm=0.003416
export IMPL_netlist_area_sq_um=869.6
export IMPL_n_fill_cell=326
export IMPL_cts_hold_buf=0
export IMPL_die_h_um=80
export IMPL_hold_viol=0
export IMPL_cp_required_ns=2.72
export IMPL_arrival_ns=2.61
export IMPL_num_clock_buffers=0
export IMPL_cap_viol_max_count=0
export IMPL_setup_viol=0
export IMPL_min_period_ns=3.288
export IMPL_routedWlPerCell_um=14.65
export IMPL_port_buffers=40
export IMPL_yosysSeqAreaShare_pct=0
export IMPL_start_kind="input port"
export IMPL_yosysUniqueCellTypes=52
export IMPL_ios=64
export IMPL_first_global_vias=1361
export IMPL_synthToLayoutAreaGrowth_pct=109.1
export IMPL_viasPerCell=4.964
export IMPL_crit_type="input port to primary output"
export IMPL_p_seq_share_pct=0
export IMPL_drt_total_wl_mm=4.028
export IMPL_hpwlAfterDp_mm=3.309
export IMPL_status="complete, no violations"
export IMPL_logic_area_sq_um=853.3
export IMPL_place_gp_congestion=0.9195
export IMPL_die_w_um=80
export IMPL_grt_pass1_wl_mm=6.665
export IMPL_finalCritPeriodShare_pct=96.69
export IMPL_sw_frac_of_total_pct=47.13
export IMPL_worstHoldPathCells=5
export IMPL_first_iter_violations=85
export IMPL_seq_cell_count=0
export IMPL_synthCells=142
export IMPL_critPathMaxFanout=6
export IMPL_num_vias=1365
export IMPL_min_path_type="input port to primary output"
export IMPL_yosys_warnings=15620
export IMPL_track_usage_pct=12.38
export IMPL_avgSynthCellArea_sq_um=6.124
cells in the final DEF, fill, tap and decap left out, drive strengths merged, types with 2 or more instances in the layout:
| cell | Yosys | layout |
|---|---|---|
| buf | 17 | 66 |
| clkdlybuf4s50 | 0 | 27 |
| nand2 | 14 | 14 |
| o21ai | 14 | 14 |
| nor2 | 13 | 13 |
| dlygate4sd2 | 0 | 10 |
| nand2b | 7 | 7 |
| a21oi | 7 | 7 |
| nand3 | 7 | 7 |
| nor3 | 5 | 5 |
| a21o | 4 | 4 |
| nor2b | 4 | 4 |
| xnor2 | 3 | 3 |
| inv | 3 | 3 |
| o211ai | 3 | 3 |
| and3 | 3 | 3 |
| or3 | 2 | 2 |
| or2 | 2 | 2 |
| a31oi | 2 | 2 |
| a211o | 2 | 2 |
| and2 | 2 | 2 |
| o31ai | 2 | 2 |
| nor4 | 2 | 2 |
cell usage after synthesis (all sizes together), types with 2 or more instances:
| cell | number | area share, % |
|---|---|---|
| o31ai | 2 | 1.7 |
| buf | 17 | 13 |
| xnor2 | 3 | 3.0 |
| nor2b | 4 | 2.9 |
| a21o | 4 | 3.5 |
| or3 | 2 | 2.0 |
| a31oi | 2 | 1.4 |
| inv | 3 | 1.3 |
| or2 | 2 | 1.4 |
| nor4 | 2 | 2.2 |
| and2 | 2 | 1.7 |
| a21oi | 7 | 4.0 |
| o211ai | 3 | 2.6 |
| nand2 | 14 | 6.0 |
| nand2b | 7 | 5.0 |
| o21ai | 14 | 8.1 |
| nor2 | 13 | 5.6 |
| nor3 | 5 | 3.5 |
| nand3 | 7 | 4.0 |
| clkbuf | 2 | 0.86 |
| a211o | 2 | 2.0 |
| and3 | 3 | 2.2 |
cell type report:
type,instances,share of cell area [%]
repair buffers,106,49.28
multi-input cells,120,46.94
well taps,46,3.166
inverters,3,0.6194
worst min-delay path by stage:
| stage | start | end | slack (ns) |
|---|---|---|---|
| final | a[4] | rd[4] | 2.20 |
| after global routing | a[4] | rd[4] | 2.28 |
| after CTS | a[4] | rd[4] | 2.20 |
worst max-delay path, stage by stage:
cell             delay, ns
clkdlybuf4s15_1       0.25
buf_4                 0.17
buf_4                 0.12
nand3_1               0.10
a211o_1               0.36
and2_4                0.19
o221ai_4              0.22
nand3b_1              0.11
clkdlybuf4s50_1       0.41
layer usage:
layer,global-route usage [%],vias to the layer above,routed length (um)
li1,-,687,-
met1,17.35,641,1901
met2,19.74,35,1807
met3,2.500,2,298
met4,0.8803,0,21
met5,0,-,0
metrics by stage:
| stage | hold WS [ns] | setup slack, ns | area [sq um] | setup TNS [ns] | instances |
|---|---|---|---|---|---|
| after floorplan | 1.507 | 0.8207 | 869.6 | 0 | 142 |
| after CTS | 2.201 | -0.01583 | 1755 | -0.01583 | 273 |
| final | 2.197 | 0.1124 | 1818 | 0 | 275 |
| after detailed placement | 2.532 | -0.2918 | 1669 | -3.542 | 270 |
| after global routing | 2.277 | 0.01616 | 1818 | 0 | 275 |
| after global placement | 2.522 | -0.2899 | 1669 | -3.657 | 270 |
power by group through the flow:
stage	clock (mW)	sequential (mW)	combinational (mW)
5_1_grt	0	0	0.151
6_report	0	0	0.138
4_1_cts	0	0	0.131
cell families (layout without fill, tap and decap cells):
family | after synthesis | after routing | synth area share, %
simple gates | 69 | 69 | 44.03
compound gates | 46 | 46 | 36.69
buf+inv | 22 | 109 | 14.68
xor+xnor | 3 | 3 | 3.022
other cells | 1 | 1 | 0.4312
mux | 1 | 1 | 1.151
timing repair:
item                       4_1_cts  5_1_grt
setup endpoints to repair       29       22
pin swaps                        8        4
resized                         30       17
setup buffers                    3        2
No activity file was given, so power comes from the tool's default toggle rates.
